<file path="./run.sh">
#!/bin/bash
# OpenROAD 26Q1-2900-gdf79404cd8, Yosys 0.63+post, stock flow scripts
make -C /OpenROAD-flow-scripts/flow DESIGN_CONFIG=/design/flow/config.mk WORK_HOME=/design/flow/orfs finish
</file>
<file path="./constraint.sdc">
current_design keypad

set clk_period 6.0
set clk_io_pct 0.2

create_clock -name clk0 -period $clk_period [get_ports {clk}]

set non_clock_inputs [all_inputs -no_clocks]
set_input_delay [expr $clk_period * $clk_io_pct] -clock clk0 $non_clock_inputs
set_output_delay [expr $clk_period * $clk_io_pct] -clock clk0 [all_outputs]
</file>
<file path="./design.v">
module keypad(
	 input clk,
	    output reg [3:0] row,
	    input [3:0] col,
	    output reg [31:0] KeypadPress,
		 output reg [1:0] pressed
);
	initial begin
		pressed = 0;
	end
	parameter zero = 4'd0, one = 4'd1, two = 4'd2, three = 4'd3, four = 4'd4, five = 4'd5, six = 4'd6, seven = 4'd7, eight = 4'd8, nine = 4'd9, A = 4'd10, B = 4'd11, C = 4'd12, D = 4'd13, hashtag = 4'd14, star = 4'd15;
	parameter clock_freq = 50000000;
	parameter debounce_time = clock_freq/100;
	reg[31:0] cnt_clk = 0;
	reg[31:0] cnt_it = 0;
	always @ (posedge clk) begin
		if(cnt_clk < debounce_time) begin
			cnt_clk <= cnt_clk + 1;
		end
		else begin
			cnt_clk <= 0;
			if(cnt_it == 0) row <= 4'b0111;
			else if(cnt_it == 1) row <= 4'b1011;
			else if(cnt_it == 2) row <= 4'b1101;
			else if(cnt_it == 3) row <= 4'b1110;
			if(cnt_it >= 3) cnt_it <= 0;
			else cnt_it <= cnt_it + 1;
			if(~&col) begin
				pressed = (pressed + 1) & 1;
				if(~row[0] && ~col[0]) KeypadPress <= one;
				else if(~row[0] && ~col[1]) KeypadPress <= two;
				else if(~row[0] && ~col[2]) KeypadPress <= three;
				else if(~row[0] && ~col[3]) KeypadPress <= A;
				else if(~row[1] && ~col[0]) KeypadPress <= four;
				else if(~row[1] && ~col[1]) KeypadPress <= five;
				else if(~row[1] && ~col[2]) KeypadPress <= six;
				else if(~row[1] && ~col[3]) KeypadPress <= B;
				else if(~row[2] && ~col[0]) KeypadPress <= seven;
				else if(~row[2] && ~col[1]) KeypadPress <= eight;
				else if(~row[2] && ~col[2]) KeypadPress <= nine;
				else if(~row[2] && ~col[3]) KeypadPress <= C;
				else if(~row[3] && ~col[0]) KeypadPress <= star;
				else if(~row[3] && ~col[1]) KeypadPress <= zero;
				else if(~row[3] && ~col[2]) KeypadPress <= hashtag;
				else if(~row[3] && ~col[3]) KeypadPress <= D;  
			end
		end 
	end
endmodule 
</file>
<file path="./config.mk">
export PLATFORM = sky130hd
export DESIGN_NAME = keypad
export DESIGN_NICKNAME = keypad
export VERILOG_FILES = /design/flow/design.v
export SDC_FILE = /design/flow/constraint.sdc
export NUM_CORES = 4
export LEC_CHECK = 1
export CORE_UTILIZATION = 50
</file>
==> results_slide.txt <==
Run Summary

Yosys
  – Async SR Flop Fraction: 0
  – Cell Type Count: around 46
  – Dominant register cell: edfxtp_1
  – Synth warnings: 1
  – Mapped Cells: 254
  – Post-Syn Area: approximately 3100 um^2
  – Synth flops: approximately 73
  – Synth Seq Share: 0.608
  – # Cells Yosys: around 250
  – Mean Syn Cell Area: ~12 um^2
  – Yosys chip area: roughly 3100 um^2
  – Count of library flops with an enable pin: 41

Setup path
  – CP endpoint kind: primary output
  – CP required: about 4800 ps
  – Crit path DAT: approximately 1300 ps
  – Crit Path Category: reg2out
  – Bufs and invs on worst path: 1
  – CP startpoint kind: flip-flop
  – Crit path max-delay family: buffers and inverters
  – Slowest cell on the critical path: clkdlybuf4s50_1
  – Critical-path cell list: clkdlybuf4s50_1
  – Crit-path max FO: 9
  – CP peak stage delay: between 500 and 600 ps

Placement
  – Input/output buffers: 13
  – Pre-CTS setup slack: between 3000 and 4000 ps
  – Final Wtd Congestion: a little over 0.8
  – DP HPWL: 2.73 mm

Layout
  – FILL cells: between 500 and 600
  – Most frequent cells in the layout: 72 x conb_1, 41 x edfxtp_1, 32 x dfxtp_1
  – Area Growth Syn to Fin: 13.0%
  – FF+latch area: approximately 1900 um^2
  – MI comb area: ~1200 um^2
  – Most frequent logic cell in the layout: conb_1
  – Share of layout cells above drive strength 1: 0.0784

Drt
  – Vias/cell: ~4.7
  – First-pass DRT Iterations: 4
  – N_diodes: 0
  – DRC Markers: 0
  – Initial DRC count: 45
  – ANT nets after route: 0
  – WL/cell: 10.5 um
  – Vias after detailed routing: between 1500 and 2000
  – Total Routed Length: 4.14 mm

GRT
  – Largest net degree at the start of global routing: 33
  – Vias in the first global route: 1554
  – Initial antenna violation count: 0
  – Gr ovfl total: 0
  – Total track usage: 0.141
  – First-pass GRT wire length: about 6.7 mm

Hold path
  – Worst min-delay path category: reg2reg

Timing
  – Clk_skew: about 6.4 ps
  – Total negative setup slack: 0 ps
  – Worst slew margin: 0.440
  – Finish-stage setup viols: 0
  – Worst-Margin Slew: a little over 800 ps
  – RSZ-0062 raised after global routing: no
  – Final worst path period need: 2530 ps
  – Final Max Tran Viols: 0
  – Fin worst setup slack: 3470 ps
  – Final period utilization: 0.422
  – Max Clock Freq: 0.395 GHz
  – Final hold vios: 0

Pwr
  – Clock share of power: 0.357
  – Sequential Power Share: 0.619
  – Power Dens Cells: around 260 nW/um^2
  – Cell internal pwr: about 0.7 mW
  – P_sw: around 0.18 mW
  – Gate power share: 0.023
  – LEAKAGE: roughly 1.3 nW
  – Sw frac: 0.206
  – Peak VDD IR: 0.189 mV

CTS
  – CTS Hold Bufs: 0
  – CTS tree: built
  – H-tree Lvls: 3
  – CTS Root Cell: clkbuf_8
  – TritonCTS Buffers: 9
  – CTS resizes: 0
  – Clock latency (worst-skew pair): between 300 and 400 ps
  – Clock Sink Count: roughly 73
  – CTS Buffer Depth: 2
  – Clock slew at reported path FFs: about 70 ps
  – Post CTS Setup Buffer Count: 0

Floorplanning
  – Floorplan utilization: 0.520
  – Area of the core: roughly 5900 um^2
  – Site Rows: 28
  – Die Size: between 6000 and 7000 um^2
  – Die W: approximately 80 um
  – Die y size: 80.5 um
  – Ports: 43

Job
  – Max cap viols: 0
  – OpenROAD warning count: 28

Outcome
  – Status: completed
==> final timing paths <==
kind	slack, ps	end	start	cells past startpoint
setup reg to reg	3680	row[1]	cnt_it[20]	4
hold / removal	490	cnt_clk[0]	cnt_clk[0]	1
hold reg to reg	490	cnt_clk[0]	cnt_clk[0]	1
setup / recovery	3470	row[2]	row[2]	1
==> logic make-up (layout without fill, tap and decap cells) <==
| kind of cell | count (synthesis) | after routing | synth area share |
|---|---|---|---|
| xor gates and xnor gates | 13 | 13 | 0.0370 |
| adders and majority gates | 5 | 5 | 0.0203 |
| AOI/OAI and AO/OA | 45 | 45 | 0.0935 |
| and+or+nand+nor | 76 | 76 | 0.148 |
| DFF | 73 | 73 | 0.608 |
| buffers and inverters | 41 | 35 | 0.0922 |
| other | 1 | 72 | 0.00122 |
==> synth_stat cells, types with 2 or more instances <==
library cell | n | area, um^2
a21oi_1 | 17 | 85.1
o21ai_0 | 7 | 35.0
o31ai_1 | 2 | 15.0
nor2_1 | 7 | 26.3
nand4_1 | 10 | 62.6
buf_2 | 2 | 10.0
buf_4 | 29 | 218
ha_1 | 5 | 62.6
inv_1 | 5 | 18.8
and4_1 | 2 | 17.5
a211o_1 | 2 | 17.5
nand2_1 | 11 | 41.3
o22ai_1 | 2 | 12.5
a21oi_2 | 3 | 26.3
nand3_2 | 2 | 20.0
dfxtp_1 | 32 | 641
nand3b_1 | 2 | 15.0
nand3_1 | 7 | 35.0
a22oi_1 | 4 | 30.0
nor4_1 | 12 | 75.1
clkbuf_1 | 3 | 11.3
xnor2_1 | 6 | 52.6
nor3_1 | 7 | 35.0
and3_1 | 3 | 18.8
edfxtp_1 | 41 | 1230
xor2_1 | 7 | 61.3
nand2b_1 | 5 | 31.3
==> sequential cells by signal, indices dropped and copies added (netlist names) <==
signal       cells
row              4
pressed          1
KeypadPress      4
cnt_it          32
cnt_clk         32
==> metrics by stage <==
| stage | utilization | instances | power (mW) | instance area [um^2] | hold WS, ps |
|---|---|---|---|---|---|
| finish | 0.587 | 394 | 0.888 | 3480 | 490 |
| global route | 0.587 | 394 | 0.926 | 3480 | 523 |
| CTS | 0.587 | 394 | 0.902 | 3480 | 490 |
| detailed placement | 0.560 | 378 | 0.583 | 3310 | 479 |
| global placement | 0.560 | 378 | 0.582 | 3310 | 475 |
| floorplan | - | 325 | 0.584 | 3350 | 449 |
==> cell type report <==
cell class              count  share of cell area
multi-input cells         211               0.343
inverters                   5             0.00540
clock buffers              11              0.0378
well taps                  75              0.0270
flip-flops and latches     73               0.538
repair buffers             14              0.0396
clock inverters             5             0.00935
==> power by group through the flow <==
stage     combinational, mW  clock, mW  sequential [mW]
5_1_grt              0.0255      0.349            0.552
6_report             0.0209      0.317            0.550
4_1_cts              0.0213      0.330            0.550
==> routing by layer <==
layer | share of wire | wire length (um) | GRT usage
met4 | 0.020 | 82 | 0.0304
met5 | 0 | 0 | 0
met3 | 0.033 | 137 | 0.0277
met2 | 0.46 | 1890 | 0.211
met1 | 0.49 | 2030 | 0.234
Power figures rest on the tool's default switching activity, not on a simulated workload.

==> /design/flow/design.v <==
module stopwatch(input clk, input[2:0] tag1, output reg[31:0] seconds);
	initial begin
		seconds = 0;
	end	
	parameter clk_machine = 50000000;
	reg[31:0] sec_cnt = 0;
	reg[3:0] m_sec_cnt = 0;	
	always @ (posedge clk) begin
		if(tag1 == 1) begin
			if(sec_cnt < clk_machine / 10) begin
				sec_cnt <= sec_cnt + 1;
			end
			else begin 
				sec_cnt <= 0;
				seconds <= seconds + 1;
			end
			if(seconds > 9999) begin
				seconds <= 0;
			end
		end
		else if(tag1 == 2) begin
			seconds <= 0;
		end
	end
endmodule 
==> /design/flow/run.sh <==
#!/bin/bash
# OpenROAD 26Q1-2900-gdf79404cd8, Yosys 0.63+post, stock flow scripts
make -C /OpenROAD-flow-scripts/flow DESIGN_CONFIG=/design/flow/config.mk WORK_HOME=/design/flow/orfs finish
==> /design/flow/config.mk <==
export PLATFORM = sky130hd
export DESIGN_NAME = stopwatch
export DESIGN_NICKNAME = stopwatch
export VERILOG_FILES = /design/flow/design.v
export SDC_FILE = /design/flow/constraint.sdc
export NUM_CORES = 4
export LEC_CHECK = 1
export CORE_UTILIZATION = 30
==> /design/flow/constraint.sdc <==
current_design stopwatch

set clk_period 3.4
set clk_io_pct 0.2

create_clock -name clk0 -period $clk_period [get_ports {clk}]

set non_clock_inputs [all_inputs -no_clocks]
set_input_delay [expr $clk_period * $clk_io_pct] -clock clk0 $non_clock_inputs
set_output_delay [expr $clk_period * $clk_io_pct] -clock clk0 [all_outputs]
==> ci_impl_report.md <==
## Implementation flow summary

| Metric | Value |
|---|---|
| CP Capture Type | `flop` |
| PnR worst setup slack | `between 800 and 900 ps` |
| Layout cells sized above 1 | `a little over a tenth` |
| Antenna-violating nets left | `0` |
| Wire per inst | `~12 um` |
| Leak | `1.20 nW` |
| CTS buffer count | `9` |
| Die W | `102 um` |
| Hold crit path type | `flop to flop` |
| RSZ-0062 raised after global routing | `false` |
| Final wirelength | `approximately 5.5 mm` |
| Clk latency of the worst-skew pair | `340 ps` |
| Setup CP Type | `flop to flop` |
| Post-synth EDFFs | `between 60 and 70` |
| Number of global-route vias before repair | `between 1.5k and 2k` |
| First-pass iteration count of the detailed router | `4` |
| Dpl ws | `about 550 ps` |
| Fin crit period | `~2500 ps` |
| Final setup fails | `0` |
| Pin count of the biggest net entering global routing | `33` |
| Dominant Register Cell | `edfxtp_1` |
| Startpoint types | `flop` |
| Clk_skew | `12.8 ps` |
| Clk slew on worst S/H paths | `70 ps` |
| Init Core Util | `30.8%` |
| Total track usage | `between 10% and 20%` |
| Die height | `102 um` |
| DRT iter0 DRCs | `121` |
| CTS tree | `yes` |
| Hold buffers post-CTS | `0` |
| Final core occ | `39.1%` |
| Max-slew headroom | `61.1%` |
| Num rows | `36` |
| Most numerous logic cell after layout | `edfxtp_1` |
| Setup Buffers After CTS | `0` |
| CP arrival | `~2500 ps` |
| Hold Violations, Final | `0` |
| Total Power | `1.68 mW` |
| MaxCap Viol Count | `0` |
| # Cells Yosys | `237` |
| Status | `finished clean` |
| Unique masters post-synth | `37` |
| Max FO, Critical Path | `32` |
| Port buffer count | `35` |
| Dominant logic cell types in the final layout | `64 x edfxtp_1, 35 x clkdlybuf4s50_1, 27 x conb_1` |
| Hold WS | `631 ps` |
| Synth warn | `1` |
| Period utilization | `74.2%` |
| Clock tree sinks | `64` |
| First-pass GRT wire length | `9.03 mm` |
| Initial antenna violation count | `0` |
| Comb area | `roughly 1100 um2` |
| Post-synth ARST share | `0%` |
| Num ports | `36` |
| Required @ worst endpoint | `3400 ps` |
| H-Tree Depth | `3` |
| Actual slew at the worst max-slew pin | `579 ps` |
| Netlist Area Pre-Place | `~3000 um2` |
| Gpl congestion | `0.794` |
| Max frequency | `397 MHz` |
| Via/cell ratio | `4.55` |
| Fill cells | `950` |
| Grt ovf | `0` |
| Clock Root Buffer | `clkbuf_8` |
| Max clock buf depth | `2` |
| Seq share, synth | `64.2%` |
| HPWL after DPL | `3.57 mm` |
| Post-synth regs | `64` |
| Power Density | `441 nW/um2` |
| Max-slew violation count | `0` |
| Tool warnings | `25` |
| Post-synthesis cell count | `between 200 and 250` |
| N_diodes | `0` |
| Max VDD drop | `0.301 mV` |
| Die ar. | `between 10000 and 15000 um2` |
| Cts repair resizes | `0` |
| Total number of vias | `2014` |
| Avg Cell Area, Syn | `12.6 um2` |
| Post-synth area from yosys stat | `2990 um2` |
| Setup TNS | `0 ps` |
| Area delta synth->final | `27.0%` |
| FF/Latch Area | `just under 2000 um2` |
| Post-route DRC | `0` |
| Core area | `9730 um2` |
-- through the flow --
stage | instance area [um2] | std cells
4_1_cts | 3800 | 443
3_5_place_dp | 3610 | 427
3_3_place_gp | 3610 | 427
2_1_floorplan | 3100 | 263
6_report | 3800 | 443
5_1_grt | 3800 | 443
-- where the power goes --
group          internal [mW]  switching, mW
Sequential             0.911         0.0292
Combinational         0.0619         0.0390
Clock                  0.338          0.300
-- cell usage after synthesis (2+ instances only) --
| master | number | area share, % |
|---|---|---|
| or3_1 | 3 | 0.63 |
| ha_1 | 2 | 0.84 |
| or3_2 | 3 | 0.75 |
| a211o_1 | 2 | 0.59 |
| a211oi_1 | 8 | 2.0 |
| nand3_1 | 10 | 1.7 |
| and3_1 | 2 | 0.42 |
| xnor2_1 | 17 | 5.0 |
| nand2_1 | 11 | 1.4 |
| nor2_1 | 26 | 3.3 |
| inv_1 | 9 | 1.1 |
| xor2_1 | 6 | 1.8 |
| nand4_1 | 7 | 1.5 |
| nor3_1 | 17 | 2.8 |
| edfxtp_1 | 64 | 64 |
| buf_2 | 2 | 0.33 |
| clkbuf_1 | 4 | 0.50 |
| a211oi_2 | 2 | 0.84 |
| o21ai_0 | 6 | 1.0 |
| or4_1 | 6 | 1.5 |
| nor3b_1 | 2 | 0.50 |
| or4_4 | 2 | 0.75 |
| o31ai_1 | 4 | 1.0 |
| nor4_1 | 9 | 1.9 |
-- critical path, stage by stage (launching register included) --
cell and delay [ps]:
edfxtp_1 490, or4b_2 650, or3_1 340, a21oi_2 180, o31a_1 150, buf_4 360
-- cells by family after synthesis --
kind of cell               after synthesis  share of synthesized area [%]
AOI/OAI and AO/OA                       28                           7.02
DFF                                     64                           64.2
other                                    1                          0.125
buffers and inverters                   17                           2.51
adders and majority gates                2                          0.836
xor gates and xnor gates                23                           6.73
and+or+nand+nor                        102                           18.6
-- worst paths after layout --
kind / startpoint / end / slack (ps) / cells after the start
hold reg to reg: sec_cnt[0] / sec_cnt[0] / 630 / 1
setup reg to reg: sec_cnt[12] / seconds[14] / 880 / 5
setup / recovery: sec_cnt[12] / seconds[14] / 880 / 5
hold / removal: sec_cnt[0] / sec_cnt[0] / 630 / 1
-- state kept, by name, indices dropped and copies added (netlist names) --
register	cells
sec_cnt	32
seconds	32
-- routing by layer --
| layer | track usage [%] | routed length [um] | share of wire, % | vias to the layer above |
|---|---|---|---|---|
| met1 | 18.4 | 2550 | 46 | 937 |
| met2 | 16.2 | 2420 | 44 | 55 |
| met3 | 4.80 | 467 | 8.4 | 7 |
| met4 | 2.31 | 91 | 1.6 | 0 |
| met5 | 0 | 0 | 0 | - |
| li1 | - | - | - | 1015 |
-- cell type report --
type,count,share of cell area (%)
Tap cell,133,4.38
Clock inverter,7,1.87
Timing Repair Buffer,39,10.0
Multi-Input combinational cell,182,29.1
Inverter,9,0.888
Sequential cell,64,50.5
Clock buffer,9,3.26
Power and IR drop assume default switching activity.

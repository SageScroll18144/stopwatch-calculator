==> flow/design.v <==
module display(
	input[3:0] number, 
	output reg[0:6] hex
);
	always @(*) begin
		case(number) 
			1: hex = 7'b1001111;
			2: hex = 7'b0010010;
			3: hex = 7'b0000110;
			4: hex = 7'b1001100;
			5: hex = 7'b0100100;
			6: hex = 7'b0100000;
			7: hex = 7'b0001101;
			8: hex = 7'b0000000;
			9: hex = 7'b0000100;
			0: hex = 7'b0000001;
			10: hex = 7'b1111110;
			default: hex = 7'b1111111;
		endcase
	end
endmodule 
==> flow/run.sh <==
#!/bin/bash
# OpenROAD 26Q1-2900-gdf79404cd8, Yosys 0.63+post, stock flow scripts
make -C /OpenROAD-flow-scripts/flow DESIGN_CONFIG=/design/flow/config.mk WORK_HOME=/design/flow/orfs finish
==> flow/config.mk <==
export PLATFORM = sky130hd
export DESIGN_NAME = display
export DESIGN_NICKNAME = display
export VERILOG_FILES = /design/flow/design.v
export SDC_FILE = /design/flow/constraint.sdc
export NUM_CORES = 4
export LEC_CHECK = 1
export CORE_AREA = 10 10 70 70
export DIE_AREA = 0 0 80 80
==> flow/constraint.sdc <==
current_design display

set clk_period 1.0
set clk_io_pct 0.2

create_clock -name clk0 -period $clk_period

set non_clock_inputs [all_inputs -no_clocks]
set_input_delay [expr $clk_period * $clk_io_pct] -clock clk0 $non_clock_inputs
set_output_delay [expr $clk_period * $clk_io_pct] -clock clk0 [all_outputs]
==> results.txt <==
run results: tool warning count=38, Design Area, Final=517 sq um, Area after DPL=415 sq um, post-synth top area cell=ha_1, Final Max Slew Viols=0, yosys cell count=27, leakage power=0.215 nW, gpl congestion=0.693, Avg Cell Area, Syn=7.65 sq um, Detail Route Antenna Nets=0, GRT Util Overall=0.0236, slew at the pin with the worst max-slew slack=0.209 ns, crit path kind=in -> out, crit path capture type=primary output, Post-Synthesis Cells=27, Antenna Cells=0, Fmax=0.784 GHz, flop count=0, Tmin final=1.28 ns, Iter 0 DRT Violations=26, register area=0 sq um, crit-path max FO=3, Final Worst Setup Slack=-0.276 ns, cell family with the largest share of critical-path delay=buffers and inverters, crit-path max cell delay=0.27 ns, Synth Seq Share=0, hold slack=0.766 ns, cycle use final=1.28, post-synth cell types=16, failing checks=setup timing, total wire length=814 um, first-pass GRT wire length=1240 um, 1st-pass router iterations=3, Worst slew margin=0.860, Placeable Area=3420 sq um, fp util=0.0604, vias in the first global route=272, largest net degree at the start of global routing=9, crit-path cells=buf_8 -> buf_6 -> ha_4 -> and2_4 -> o32a_1 -> buf_2, chip area=6400 sq um, pwr/cell area=368 nW/um^2, die width=80 um, top cells by count, synth=ha_1 (5), inv_1 (3), o21ai_0 (3), worst hold path class=in -> out, detailed-route wire length per cell=8.57 um, Vias/cell=2.69, Arr. time, crit path=1.08 ns, Critical Path RT=0.80 ns, Port-buffer cells=11, # fillers=389, RSZ-0062 raised after global routing=yes, Max-Cap Viols=0, HPWL Detailed=627 um, logic area=258 sq um, clkbuf count=0, Yosys chip area=206 sq um, initial antenna violation count=0, Cell area leaders=ha_1 (30%), o21ai_0 (7.3%), or2b_1 (7.3%), hold buffer count at CTS=0, final setup violation count=7, Area Growth Syn to Fin=150%, Ports=11, status=complete, but fails checks, worst vdd ir=67.4 uV, Core Util, Final=0.151, fraction of layout instances using a drive strength above 1=0.714, final-report hold violation count=0, Std-Cell Rows=21, Critical Path Slowest Stage Cell=o32a_1, WP buf/inv=3, vias=256, dominant cell by count in the synthesized netlist=ha_1, global route overflow=0, CP startpoint kind=input pin, Die Ht=80 um, DRC=0, Mapped Area=206 sq um, synth warn=1, Max-area cell share=0.303
-- where the power goes --
part	internal (mW)	total (mW)	switching [mW]	leakage [nW]
logic	0.115	0.190	0.0758	0.215
clock network	0	0	0	0
registers	0	0	0	0
total	0.115	0.190	0.0758	0.215
-- worst paths after layout --
path,start,to,slack (ns),cells after the start
worst min-delay path,number[3],hex[2],0.77,4
worst max-delay path,number[0],hex[6],-0.28,6
-- cells in the final DEF, fill, tap and decap left out --
cell type      n
a22oi_2        1
a2bb2oi_2      1
a32oi_1        1
and2_4         1
buf_2          7
buf_4          7
buf_6          5
buf_8          2
clkbuf_2       1
dlygate4sd2_1  1
ha_1           1
ha_2           1
ha_4           3
inv_1          1
inv_2          1
inv_4          1
mux2i_4        1
nand2_1        2
nand2b_1       2
nor2_2         1
nor2b_1        1
o21ai_1        1
o21ai_2        2
o31ai_1        1
o32a_1         1
or2b_1         2
-- timing repair --
action                                  4_1_cts  5_1_grt
pin swaps                                    10        6
gates resized                                53       11
setup buffers                                 4        1
endpoints found under the setup margin        7        7
cloned                                        0        0
-- stage by stage --
| stage | TNS, ns | setup slack (ns) | std cells | power (mW) |
|---|---|---|---|---|
| after floorplan | 0 | 0.0180 | 27 | 0.0510 |
| after global placement | -6.87 | -1.06 | 90 | 0.152 |
| after detailed placement | -6.89 | -1.07 | 90 | 0.154 |
| after CTS | -1.63 | -0.331 | 94 | 0.169 |
| after global routing | -1.85 | -0.328 | 95 | 0.211 |
| final | -1.49 | -0.276 | 95 | 0.190 |
-- routing by layer --
| metal | routed length (um) | track usage | vias up |
|---|---|---|---|
| met4 | 0 | 0 | 0 |
| li1 | - | - | 140 |
| met3 | 59 | 0.00682 | 0 |
| met1 | 429 | 0.0330 | 109 |
| met2 | 325 | 0.0369 | 7 |
| met5 | 0 | 0 | - |
-- final cells by class --
type	instances	share of cell area
well taps	46	0.111
multi-input cells	23	0.499
repair buffers	23	0.363
inverters	3	0.0266
-- tightest hold or removal path: cells and delay by family --
family,cells,cell delay [ns]
buffers and inverters,3,0.30
AOI/OAI and AO/OA,1,0.06
-- cell families (layout without fill, tap and decap cells) --
group                      after synthesis  count (layout)  share of synthesized area
and+or+nand+nor                          9               9                      0.261
AOI/OAI and AO/OA                        8               8                      0.279
adders and majority gates                5               5                      0.303
buffers and inverters                    4              26                      0.109
muxes                                    1               1                     0.0485
Power and IR drop assume default switching activity.
